--- flow/config.mk ---
export PLATFORM = sky130hd
export DESIGN_NAME = i2s_rx
export DESIGN_NICKNAME = i2s_rx
export VERILOG_FILES = /design/flow/design.v
export SDC_FILE = /design/flow/constraint.sdc
export NUM_CORES = 4
export LEC_CHECK = 1
export CORE_UTILIZATION = 40
--- flow/constraint.sdc ---
current_design i2s_rx

set clk_period 5.7
set clk_io_pct 0.2

create_clock -name clk0 -period $clk_period [get_ports {bck}]

set non_clock_inputs [all_inputs -no_clocks]
set_input_delay [expr $clk_period * $clk_io_pct] -clock clk0 $non_clock_inputs
set_output_delay [expr $clk_period * $clk_io_pct] -clock clk0 [all_outputs]
--- flow/design.v ---
module i2s_rx
#(parameter WORD_SIZE=32)
(
    input bck,
    input lrck,
    input din,
    output reg [WORD_SIZE-1:0] l_dout,
    output reg [WORD_SIZE-1:0] r_dout
);
reg wsd;
reg wsd_reg;
wire wsp;
assign wsp = wsd_reg ^ wsd;
always @(posedge bck) begin
    wsd <= lrck;
    wsd_reg <= wsd;
end
reg [15:0] word_ctr;
wire word_ctr_en;
assign word_ctr_en = !(word_ctr == WORD_SIZE);
always @(negedge bck) begin
    if (wsp) begin
        word_ctr <= WORD_SIZE-1;
    end else if (word_ctr_en) begin
        word_ctr <= word_ctr - 16'b1;
    end
end
reg [WORD_SIZE-1:0] data;
always @(posedge bck) begin
    data[word_ctr] <= din;
end
wire l_wen;
wire r_wen;
assign l_wen = !wsd & wsp;
assign r_wen = wsd & wsp;
integer i;
always @(posedge bck) begin
    for (i=0; i<WORD_SIZE; i=i+1) begin
        if (l_wen) begin
            l_dout <= data;
        end
        if (r_wen) begin
            r_dout <= data;
        end
    end
end
endmodule
--- flow/run.sh ---
#!/bin/bash
# OpenROAD 26Q1-2900-gdf79404cd8, Yosys 0.63+post, stock flow scripts
make -C /OpenROAD-flow-scripts/flow DESIGN_CONFIG=/design/flow/config.mk WORK_HOME=/design/flow/orfs finish
==> results.yml <==
# implementation run metrics
outcome:
  outcome: "completed"
setup_path:
  cpMaxStageDelayCell: "sky130_fd_sc_hd__or4_4"
  reg2reg_from: "word_ctr[4]"
  crit_path_max_incr_delay_ns: 0.55
  cp_capture_type: "flip-flop"
  worst_r2r_setup_slack_ns: 0.02
  timing.critical_path.from_type: "flip-flop"
  critPathCapture: "data[26]"
  critPathBufInv: 1
  critical_path.cell_chain: "or4_4 > or4_1 > a311o_1 > a32o_2 > a21oi_4 > buf_12 > nand4_1 > mux2_1"
  timing.critical_path.from: "word_ctr[4]"
  timing.critical_path.required_ns: 5.99
  path_class: "reg -> reg"
  reg2reg_depth: 8
  critical_path_arrival_ns: 5.97
  path_max_fanout: 32
  timing.rr.end: "data[26]"
  timing.critical_path.max_delay_family: "simple AND/OR/NAND/NOR gates"
  cp.depth: 8
clocking:
  clock_sinks: 114
  cts-buffers-inserted: 17
  cts-hold-fix-buffers: 0
  cts-root-buf: "sky130_fd_sc_hd__clkbuf_16"
  clk_path_buf_depth: 2
  clk_pin_slew_ns: 0.05
  ctsHtreeMaxLevel: 4
  postCtsResizedCells: 0
  clock_insertion_delay_worst_skew_ns: 0.43
  clock_tree_from_tritoncts: "yes"
  post_cts.repair.setup_buffers: 0
drt:
  routed_wirelength_mm: 9.59
  route.detailed.drc: 0
  wl_per_cell_microns: 14.7
  antennaDiodeCount: 0
  detailedRoute.firstIterationViolations: 179
  detail_route.first_pass.iterations: 27
  vias: 3394
  route.antenna.remaining_nets: 0
  vias_per_cell: 5.21
logic_synthesis:
  synth-area-yosys_sq_um: 4800
  synth-main-ff-cell: "sky130_fd_sc_hd__edfxtp_1"
  main_area_contributors_after_synthesis: "sky130_fd_sc_hd__edfxtp_1, sky130_fd_sc_hd__dfxtp_1, sky130_fd_sc_hd__mux2_1, sky130_fd_sc_hd__nand4_1, sky130_fd_sc_hd__nor2_1"
  numSynthFlops: 114
  asyncSetResetFlopFracSynth: 0
  syn_avg_cell_area_sq_um: 12.1
  synth.top_cell.area_share: 0.401
  yosys.cell_types.count: 52
  number_of_enable_flip_flop_cells: 64
  synth.most_common_cell: "sky130_fd_sc_hd__edfxtp_1"
  seq_area_frac_synth: 0.609
  ys_cells: 396
  synth-warning-count: 1
  synthTopCellsByCount: "sky130_fd_sc_hd__edfxtp_1, sky130_fd_sc_hd__dfxtp_1, sky130_fd_sc_hd__nor2_1"
  post_synthesis_instance_total: 396
  synth_top_cell_by_area: "sky130_fd_sc_hd__edfxtp_1"
  synth.cell_area_sq_um: 4800
grt:
  antenna_found_initial: 0
  global_route.usage.met1: 0.268
  first_global_vias: 3269
  groute.layer.met3.usage: 0.0548
  global_route_overflow: 0
  global_route_wire_length_before_repair_mm: 16.2
  grt_start_max_net_pins: 33
  use_met2: 0.255
  routing_layer_with_the_top_usage_in_global_route: "met1"
  track_usage: 0.172
die:
  dieArea_sq_um: 12400
  core-area_sq_um: 11600
  die_y_size_microns: 111
  die_width_microns: 111
  floorplan.core_util: 0.415
  design.portCount: 67
  std_cell_rows: 39
timing:
  final-hold-violation-count: 0
  finalMaxSlewViolations: 0
  fin_skew_ns: 0.0357
  setup-violations-final: 0
  relSlewSlack: 0.360
  tightest_slew_ns: 0.958
  grt_setup_unrepaired: "true"
cells_and_area:
  drive_above_1_share: 0.145
  reg.largest.list: "data x32, l_dout x32, r_dout x32"
  finish.cell_count_without_fillers: 652
  layout-area-overhead-vs-synth_pct: 32.6
  utilization: 0.550
  final.fill_count: 955
worst_hold_path:
  hold_path_class: "reg -> reg"
run:
  openroad.warnings: 44
  maxCapViolCount: 0
place:
  gp_congestion: 0.890
  numPlacedInstances: 605
  placement.io_buffers: 66
  hpwl_mm: 6.65
pwr:
  static-leakage-power_nw: 2.35
  power.density_cell_area_nw_per_um2: 347
  max-vdd-ir-drop_v: 0.000143
layout by cell type, fill, tap and decap left out, drive strengths merged, types with 3 or more instances in the layout:
master         synthesis  final
a21oi                  4      4
or4                    5      5
clkbuf                14     23
nand2                 28     28
a31oi                  4      4
edfxtp                64     64
nand4b                 3      3
or2                    3      3
o21bai                 3      3
buf                   15     29
ha                     4      4
a21o                   3      3
xor2                  10     10
nor2                  42     42
mux2                  33     33
nand4                 35     35
nor4                   5      5
o22a                   4      4
nand3                  6      6
clkinv                 0      6
o31ai                  3      3
clkdlybuf4s50          0     66
dfxtp                 50     50
nor2b                  3      3
inv                    9     25
nor3                  13     13
o21ai                  7      7
xnor2                  6      6
layout make-up:
cell class	instances	area, sq um	share of cell area
clock buffers	23	478	0.0752
clock inverters	25	134	0.0211
inverters	8	30.0	0.00472
multi-input cells	244	1700	0.267
flip-flops and latches	114	2920	0.460
well taps	143	179	0.0281
repair buffers	95	916	0.144
metrics by stage:
step	total power [mW]	cell area [sq um]	setup slack, ns	TNS (ns)	hold WS [ns]
floorplan	1.13	4800	0.0538	0	0.355
global route	2.32	6360	-0.0958	-1.89	0.384
global placement	1.24	5750	0.0483	0	0.368
detailed placement	1.24	5750	0.0276	0	0.375
finish	2.21	6360	0.0157	0	0.379
CTS	2.24	6360	0.00595	0	0.381
how the worst min path moves through the flow:
stage | start | endpoint | slack (ns) | cells past startpoint
after CTS | wsd | wsd_reg | 0.38 | 0
after global routing | wsd | wsd_reg | 0.38 | 0
final | wsd | wsd_reg | 0.38 | 0
logic make-up after synthesis:
logic type                 synth area share
xor gates and xnor gates             0.0292
and+or+nand+nor                       0.171
muxes                                0.0796
DFF                                   0.609
AOI/OAI and AO/OA                    0.0610
buffers and inverters                0.0389
adders and majority gates            0.0104
layer usage:
layer | vias up | routed length [microns]
met2 | 86 | 4480
met1 | 1624 | 4540
met3 | 4 | 507
li1 | 1680 | -
met4 | 0 | 63
met5 | - | 0
power by group:
group | switching [mW] | internal (mW)
logic | 0.0833 | 0.106
clock network | 0.361 | 0.642
registers | 0.0415 | 0.973
total | 0.485 | 1.72
Power figures rest on the tool's default switching activity, not on a simulated workload.
