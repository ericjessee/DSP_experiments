===== design/flow/run.sh =====
#!/bin/bash
# OpenROAD 26Q1-2900-gdf79404cd8, Yosys 0.63+post, stock flow scripts
make -C /OpenROAD-flow-scripts/flow DESIGN_CONFIG=/design/flow/config.mk WORK_HOME=/design/flow/orfs finish

===== design/flow/config.mk =====
export PLATFORM = sky130hd
export DESIGN_NAME = i2s_tx
export DESIGN_NICKNAME = i2s_tx
export VERILOG_FILES = /design/flow/design.v
export SDC_FILE = /design/flow/constraint.sdc
export NUM_CORES = 4
export LEC_CHECK = 1
export CORE_AREA = 10 10 100 100
export DIE_AREA = 0 0 110 110

===== design/flow/constraint.sdc =====
current_design i2s_tx

set clk_period 2.2
set clk_io_pct 0.2

create_clock -name clk0 -period $clk_period [get_ports {bck}]

set non_clock_inputs [all_inputs -no_clocks]
set_input_delay [expr $clk_period * $clk_io_pct] -clock clk0 $non_clock_inputs
set_output_delay [expr $clk_period * $clk_io_pct] -clock clk0 [all_outputs]

===== design/flow/design.v =====
module i2s_tx
#(parameter WORD_SIZE=24)
(
    input bck,
    input lrck,
    input [WORD_SIZE-1:0] l_din,
    input [WORD_SIZE-1:0] r_din,
    output dout
);
reg wsd;
reg wsd_reg;
wire wsp;
assign wsp = wsd_reg ^ wsd;
always @(posedge bck) begin
    wsd <= lrck;
    wsd_reg <= wsd;
end
wire [WORD_SIZE-1:0] sreg_data;
assign dout = sreg_data[WORD_SIZE-1];
wire [WORD_SIZE-1:0] dword;
assign dword = wsd ? r_din : l_din;
shift_register #(.WIDTH(WORD_SIZE)) data_shift_reg(
    .i_clk(!bck),
    .i_rst_n(1'b1),
    .i_sdata(1'b0),
    .i_shift(1'b1),
    .i_load(wsp),
    .i_ldata(dword),
    .o_data(sreg_data),
    .o_carryout()
);
endmodule
module shift_register (
	i_clk,
	i_rst_n,
	i_sdata,
	i_shift,
	i_load,
	i_ldata,
	o_data,
	o_carryout
);
	reg _sv2v_0;
	parameter signed [31:0] WIDTH = 8;
	input wire i_clk;
	input wire i_rst_n;
	input wire i_sdata;
	input wire i_shift;
	input wire i_load;
	input wire [WIDTH - 1:0] i_ldata;
	output reg [WIDTH - 1:0] o_data;
	output reg o_carryout;
	reg [WIDTH - 1:0] data;
	always @(posedge i_clk)
		if (!i_rst_n) begin
			data <= 1'sb0;
			o_carryout <= 1'b0;
		end
		else if (i_load) begin
			data <= i_ldata;
			o_carryout <= 1'b0;
		end
		else if (i_shift) begin
			data[0] <= i_sdata;
			begin : sv2v_autoblock_1
				reg signed [31:0] i;
				for (i = 1; i < WIDTH; i = i + 1)
					data[i] <= data[i - 1];
			end
			o_carryout <= data[WIDTH - 1];
		end
	always @(*) begin
		if (_sv2v_0)
			;
		o_data = data;
	end
	initial _sv2v_0 = 0;
endmodule

==> Changelog: implementation <==
### Implementation results

- Cell Chain, Critical Path: buf_2
- Tightest Pin Transition: 197 ps
- Area of the core: 7810 µm²
- Lkg Pwr: roughly 1.0 nW
- Mapped Cells: 108
- Startpoint Class: flip-flop
- Critical path type: flip-flop to primary output
- Largest register FFs: 24
- CTS Buffer Depth: 2
- CTS buffer count: 3
- Max Cap Viol: 0
- Flops after synth: 26
- Outcome: finished, violations left
- Pwr/cell area: 658 nW/µm²
- Final hold violation count: 0
- Peak VDD IR: 0.279 mV
- Count of library flops with an enable pin: 0
- Combinational share of power: between 10% and 20%
- RSZ-0062 raised after global routing: yes
- Pins Over Slew Limit: 0
- Overall routing resource usage: 5.30%
- Crit-path max cell delay: 280 ps
- Number of global-route vias before repair: 1,085
- Share of synthesized registers carrying an async set or reset: 0%
- Total wire length: 3330 µm
- Vias: around 1,100
- Root Driver: clkbuf_8
- Tightest Hold Check Type: flip-flop to flip-flop
- Initial DRC Count: 16
- Die H: 110 µm
- Internal: 0.000974 W
- Row cnt: 32
- Cell family with most CP delay: flip-flops
- Crit path required time: 1760 ps
- Clock latency at the later pin of the worst-skew pair: between 300 and 400 ps
- Failing checks: negative setup slack
- CTS H-tree depth: 1
- First-pass GRT wire length: just over 5000 µm
- Initial antenna violation count: 0
- Layout cells sized above 1: between 5 and 6%
- Synth area leader: mux2i_1
- Layout Cells excl Fill: roughly 280
- Tool warning count: 51
- Clk_skew: 66.0 ps
- Area growth syn-to-layout: 57.1%
- Final setup fails: 1
- Clk sinks: 26
- CP Capture Point: dout
- Max-Slew Margin vs Limit: 86.9%
- Leading cell type by number of instances after synthesis: mux2i_1
- Setup ws final: -68.8 ps
- Post-CTS Setup Bufs: 0
- Top cells by area, synth: mux2i_1, dfxtp_1, buf_12, buf_2, buf_6
- Post-route DRC: 0
- Setup_tns: -68.8 ps
- Sw Share: between 20% and 30%
- Mapped Area: around 1300 µm²
- Critical Path Stages: 1
- Top cells by count, synth: mux2i_1, dfxtp_1, buf_12, buf_2
- Wire per inst: 11.8 µm
- Initial DRT Pass Iterations: 2
- Post-synth seq share: 39.1%
- DPL Wire Length: 2340 µm
- Synth top area share: 51.8%
- Worst r2r src: wsd
- Placed cells: 254
- TritonCTS clock tree: built
- Yosys Instances: approximately 110
- RD Place Congestion: 0.698
- Most common reg cell: dfxtp_1
- Yosys Chip Area: 1330 µm²
- Die x size: 110 µm
- Synth Warn #: 2
- Critical-path top delay cell: dfxtp_1
- CP Capture Type: primary output
- Net Sw Power: 0.000404 W
- PortBufs: 50
- Core Util at FP: 17.1%
- R2r worst-path depth: 3
- Sequential share of power: 42.0%
- I/O Pins: between 50 and 60
- Via density: between 3 and 4
- Syn Area/Cell: 12.3 µm²
- Ant diodes: 0
- Critical path peak fanout: 1
- Grt total ovfl: 0
- Largest net degree at the start of global routing: 32
- Arrival time worst endpoint: 1830 ps
- Die Area: approximately 12,000 µm²
- Fillers: 820
- CP Buf/Inv Count: 1
- Post-DRT Antenna Nets: 0
- R2R Setup Slk: 90 ps
- Reg2Reg Capture Point: data_shift_reg.data[8]
- CP startpoint: data_shift_reg.data[23]
- Clock network power share: 39.2%
- Yosys cell types: 11
- Clock slew at reported path FFs: 40 ps
## routing by layer
layer	track usage [%]	wire length [µm]
met3	2.47	264
met1	7.00	1560
met2	7.66	1500
met5	0	0
met4	1.39	13
## per-stage QoR
step                      setup slack [ps]  hold WS [ps]  area [µm²]  util [%]  power (W)
after CTS                             -103           526        2070      26.5    0.00142
final                                -68.8           519        2090      26.8    0.00138
after floorplan                       57.9           351        1330         -   0.000800
after detailed placement              -103           521        1920      24.6   0.000917
after global routing                  -117           564        2090      26.8    0.00150
after global placement                -105           517        1920      24.6   0.000914
## cell type report
class / instances / area, µm² / share of cell area [%]
clock buffer: 4 / 66.3 / 3.17
clock inverter: 24 / 90.1 / 4.30
multi-input combinational: 72 / 707 / 33.8
sequential: 26 / 522 / 24.9
tap: 102 / 128 / 6.10
timing repair buffer: 54 / 581 / 27.7
## worst min-delay path by stage
stage,to,depth (start not counted),slack (ps),startpoint
CTS,data_shift_reg.data[4],2,530,data_shift_reg.data[3]
global route,data_shift_reg.data[7],2,560,data_shift_reg.data[6]
finish,data_shift_reg.data[4],2,520,data_shift_reg.data[3]
## cells in the final DEF (no fill, tap or decap)
master	instances
dfxtp_2	1
mux2i_1	69
nand3b_1	1
buf_2	1
clkbuf_16	2
buf_12	3
nand2_1	1
dfxtp_1	25
clkbuf_8	3
o21ai_1	1
clkdlybuf4s50_1	49
inv_1	24
## power by group through the flow
| stage | Combinational, W | Sequential [W] | Clock, W |
|---|---|---|---|
| after CTS | 0.000260 | 0.000578 | 0.000578 |
| after global routing | 0.000288 | 0.000586 | 0.000626 |
| final | 0.000260 | 0.000578 | 0.000540 |
## logic make-up (layout without fill, tap and decap cells)
kind of cell           after synthesis  in the layout  synth area share, %
AND-OR/OR-AND                        1              1                0.375
buffers and inverters               10             82                 7.89
flip-flops                          26             26                 39.1
multiplexers                        69             69                 51.8
AND/OR/NAND/NOR                      2              2                0.845
## timing repair
| action | 4_1_cts | 5_1_grt |
|---|---|---|
| gates resized | 3 | 0 |
| hold buffers | 0 | 0 |
| setup endpoints to repair | 1 | 2 |
| gates cloned | 0 | 1 |
| pin swaps | 0 | 0 |
Power figures rest on the tool's default switching activity, not on a simulated workload.
